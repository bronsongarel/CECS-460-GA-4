==> design.v <==
module filter(
    input clk,
    input [7:0] distortedInputm4, distortedInputm3, distortedInputm2, distortedInputm1,distortedInput,
    output reg [7:0] filteredOutput
);
    parameter h0 = 1;
    parameter h1 = 2;
    parameter h2 = 3;
    parameter h3 = 2;
    parameter h4 = 1;
    always @(posedge clk) begin
    filteredOutput <= distortedInput   * h0 +
                     distortedInputm1 * h1 + 
                     distortedInputm2 * h2 + 
                     distortedInputm3 * h3 + 
                     distortedInputm4 * h4;
    end
endmodule
==> run.sh <==
#!/bin/bash
# OpenROAD 26Q1-2900-gdf79404cd8, Yosys 0.63+post, stock flow scripts
make -C /OpenROAD-flow-scripts/flow DESIGN_CONFIG=/design/flow/config.mk WORK_HOME=/design/flow/orfs finish
==> config.mk <==
export PLATFORM = sky130hd
export DESIGN_NAME = filter
export DESIGN_NICKNAME = filter
export VERILOG_FILES = /design/flow/design.v
export SDC_FILE = /design/flow/constraint.sdc
export NUM_CORES = 4
export LEC_CHECK = 1
export CORE_AREA = 10 10 93 93
export DIE_AREA = 0 0 103 103
==> constraint.sdc <==
current_design filter

set clk_period 4.7
set clk_io_pct 0.2

create_clock -name clk0 -period $clk_period [get_ports {clk}]

set non_clock_inputs [all_inputs -no_clocks]
set_input_delay [expr $clk_period * $clk_io_pct] -clock clk0 $non_clock_inputs
set_output_delay [expr $clk_period * $clk_io_pct] -clock clk0 [all_outputs]
==> impl_metrics.ini <==
; synthesis and place-and-route metrics
[clock_tree]
post_cts_buffers = 0
tritoncts = done
htree_levels = 1
clk_pin_slew_ns = 0.04
cts.sinks = 8
cts-root-buf = clkbuf_8
cts_buffers = 3
postCtsHoldBufs = 0
cts_resized = 0
clock_tree.buffer_depth = 2

[drt]
drt_iter0_drc = 10
viasPerCell = 3.23
drc = 0
wl_per_cell_um = 8.95
drt_wl_total_mm = 2.20
vias = 795
antenna_cells_inserted = 0
detail_route.first_pass.iterations = 2
ant_nets = 0

[finish]
largest_reg_flops = 8
final_layout_size_suffix_gt1_frac = 0.0181
lay_top_count = inv_1
ff_latch_area_um2 = 160
final_cells = 246
layout_top_cells = 57 x inv_1, 46 x clkdlybuf4s50_1, 24 x fa_1, 10 x xnor2_1
comb_area_um2 = 749
fin_area_um2 = 1730
syn_to_final_growth_pct = 53.6
fillers = 723
reg.largest.list = filteredOutput: 8 flops
largest_register = filteredOutput

[worst_setup_path]
cp_data_arrival_time_ns = 4.18
start_kind = input pin
crit_chain = clkdlybuf4s50_1, inv_1, fa_1, inv_1, fa_1, inv_1, fa_1, inv_1, ha_1, inv_1, fa_1, inv_1, a21o_1, a21oi_1, xnor2_1
required_ns = 4.81
path_common_cell = inv_1
crit_fanout = 3
cp-end-kind = flip-flop
slowest_delay_ns = 0.53
path_class = input pin to flip-flop
worst_path_max_delay_cell = fa_1

[job]
tool_warnings = 27
maxCapViolations = 0

[placed_design]
placed_area_um2 = 1680
dp.cells = 243
finalWeightedCongestion = 0.742
port_buffers = 46
pre_cts_slack_ns = 0.384
hpwl_mm = 2.14

[timing]
finalClockPeriodUsage = 0.867
clock.fmax_mhz = 245
setup_ws_ns = 0.627
slew_violations = 0
finalHoldViolCount = 0
min_period_ns = 4.07
slew_headroom = 0.851
worstMarginPinSlew_ns = 0.223
setup_violations = 0
fin_setup_tns_ns = 0
grt_setup_unrepaired = false

[synth]
synth_stat.cells = 117
ys_warn_count = 1
top_area_cell = fa_1
synth.avg_cell_area_um2 = 9.60
yosys_area_um2 = 1120
area_leaders = fa_1 43%, inv_1 19%, dfxtp_1 14%
top_area_frac = 0.428
seq_area_frac_synth = 0.143
netlist_area_um2 = 1120
yosysUniqueCellTypes = 12
ys.flops = 8
netlist_instances = 117

[floorplan]
io_pins = 49
die_y_um = 103
die_x_um = 103
core_um2 = 6760
rows = 30
core_util_floorplan = 0.166
chip_area_um2 = 10600

[power]
power.leakage_nw = 0.873
ir_worst_vdd_uv = 110
power_per_cell_area_nw_per_um2 = 349
p_total_uw = 602

[grt]
grt_pass1_wl_mm = 4.08
grt_pass1_vias = 972
grt_usage = 0.0481
grt_max_degree = 5
antenna_found_initial = 0
gr-total-overflow = 0

[min_path]
min-delay-path-class = input pin to flip-flop

[run_status]
status = complete, no violations
layout make-up:
cell class                      instances  area share
Clock buffer                            3      0.0239
Inverter                               57       0.124
Multi-Input combinational cell         52       0.434
Sequential cell                         8      0.0928
Tap cell                               80      0.0580
Timing Repair Buffer                   46       0.267
cells in the mapped netlist, drive strengths merged:
cell     n
o21bai   1
xnor2   10
fa      24
xor2     1
a211oi   1
xnor3    1
a21oi    3
dfxtp    8
inv     57
o21ai    1
ha       8
a21o     2
metal layers:
layer	up-vias	track usage	share of wire
li1	411	-	-
met3	2	0.0291	0.18
met5	-	0	0
met2	40	0.0780	0.39
met4	0	0.00428	0.011
met1	342	0.0554	0.42
logic make-up (layout without fill, tap and decap cells):
kind of cell	count (synthesis)	after routing	synth area share
AND-OR/OR-AND	8	8	0.0445
XOR/XNOR	12	12	0.106
adder cells (fa/ha/maj)	32	32	0.517
buffers and inverters	57	106	0.190
flip-flops	8	8	0.143
where the power goes:
part / internal [mW] / leakage, nW / switching [mW]
sequential: 0.107 / 0.0675 / 0.00785
clock: 0.0551 / 0.0216 / 0.0227
combinational: 0.238 / 0.784 / 0.172
worst paths after layout:
path / from / end / slack (ns) / cells after the start
setup / recovery: distortedInputm2[1] / filteredOutput[6]$_DFF_P_ / 0.63 / 15
hold / removal: distortedInput[0] / filteredOutput[0]$_DFF_P_ / 1.33 / 2
through the flow:
step | hold slack [ns] | util
floorplan | 1.07 | -
global placement | 1.55 | 0.249
detailed placement | 1.56 | 0.249
CTS | 1.33 | 0.255
global route | 1.35 | 0.255
finish | 1.33 | 0.255
critical path, delay by kind of cell:
family	cells	cell delay, ns
AND-OR/OR-AND	2	0.17
adder cells (fa/ha/maj)	5	2.08
XOR/XNOR	1	0.12
buffers and inverters	7	0.88
No activity file was given, so power comes from the tool's default toggle rates.
