$ cat flow/design.v
`timescale 1ns / 1ps
module p_fir(
    input clk,
    input [7:0] distortedInputm4, distortedInputm3, distortedInputm2, distortedInputm1,distortedInput,
    output reg [7:0] filteredOutput
);
    parameter h0 = 1;
    parameter h1 = 2;
    parameter h2 = 3;
    parameter h3 = 2;
    parameter h4 = 1;
    reg [7:0] op_1, op_2, op_3, op_4, op_5;
    always @(posedge clk) begin
        op_1 <= distortedInput   * h0;
        op_2 <= distortedInputm1 * h1;
        op_3 <= distortedInputm2 * h2;
        op_4 <= distortedInputm3 * h3;
        op_5 <= distortedInputm4 * h4;
    end
    always @(posedge clk) begin
        filteredOutput <= op_1 + op_2 + op_3 + op_4 + op_5;
    end
endmodule
$ cat flow/run.sh
#!/bin/bash
# OpenROAD 26Q1-2900-gdf79404cd8, Yosys 0.63+post, stock flow scripts
make -C /OpenROAD-flow-scripts/flow DESIGN_CONFIG=/design/flow/config.mk WORK_HOME=/design/flow/orfs finish
$ cat flow/config.mk
export PLATFORM = sky130hd
export DESIGN_NAME = p_fir
export DESIGN_NICKNAME = p_fir
export VERILOG_FILES = /design/flow/design.v
export SDC_FILE = /design/flow/constraint.sdc
export NUM_CORES = 4
export LEC_CHECK = 1
export CORE_UTILIZATION = 50
$ cat flow/constraint.sdc
current_design p_fir

set clk_period 3.2
set clk_io_pct 0.2

create_clock -name clk0 -period $clk_period [get_ports {clk}]

set non_clock_inputs [all_inputs -no_clocks]
set_input_delay [expr $clk_period * $clk_io_pct] -clock clk0 $non_clock_inputs
set_output_delay [expr $clk_period * $clk_io_pct] -clock clk0 [all_outputs]
==> results.toml <==
# implementation run metrics
[drt]
wirelength_mm = 2.43
drtIter0Drc = 19
drc_errors = 0
wl_per_cell_um = 8.94
avgViaCountPerCell = 4.41
ant_nets = 0
vias = 1199
drt-pass1-iter-count = 4
antennaDiodeCount = 0

[floorplan]
fp.dieW_um = 64.7
initial_utilization_pct = 52.9
die_area_um2 = 4190
ios = 49
core_um2 = 3720
fp-row-count = 22
dieHeight_um = 64.7

[placement]
place_area_um2 = 2490
post-place-ws_ns = 0.118
post-place-cells = 264
portBuffers = 46
place_hpwl_mm = 2.00
gp_congestion = 0.813

[synth]
avgSynthCellArea_um2 = 11.6
synth_top_cell_by_area = "dfxtp_1"
ys_seq_share_pct = 46.8
synthTopCellsByCount = "inv_1, dfxtp_1, fa_1"
yosysMostFrequentCell = "inv_1"
ys.flops = 46
yosys_area_um2 = 1970
top_cell_area_share_pct = 46.8
syn-cell-area_um2 = 1970
ys_cells = 170
synth_cell_types = 22
async_flop_share_pct = 0
flop_cell = "dfxtp_1"
edf_count = 0
ys_warn_count = 1
topCellsByArea = "dfxtp_1, fa_1, inv_1, ha_1, xnor2_1"
syn_inst = 170

[cts]
cts_root_buffer = "clkbuf_8"
cts_tree = "built"
cts.sinks = 46
clkSlewWorstSetupHoldPaths_ns = 0.08
cts_buffer_depth = 2
numCtsBuffers = 5
h-tree-depth = 2
clkLatencyLatePin_ns = 0.29

[final_timing]
hold_violations = 0
max_freq_ghz = 0.328
rsz0062_at_grt = "true"
maxSlewHeadroom_pct = 80.2
tightest_slew_ns = 0.296
finalSetupViolCount = 0
layout_setup_ws_ns = 0.150
drv_slew = 0
timing.final.crit_period_ns = 3.05
tns_ns = 0
fin_crit_sh_pct = 95.3
fin_skew_ns = 0.00469

[power_and_ir_drop]
power.total_w = 0.00181
peakVddDrop_v = 0.000384
powerDensity_nw_per_um2 = 694
p_leak_nw = 1.23

[run]
warnings = 29
cap_violations = 0

[worst_setup_path]
arrival_ns = 3.27
crit_type = "reg2reg"
cp-start-kind = "flip-flop"
critPathRequiredTime_ns = 3.42
cp-end-kind = "flip-flop"
critical_path.max_fanout = 3

[final_layout]
drive_gt1_share_pct = 4.46
area_growth_pct = 32.4
final_cells = 272
final_area_um2 = 2600

[grt]
antenna_found_initial = 0
grt_max_degree = 15
grt.total_usage_pct = 14.6
grt_pass1_vias = 1179
grt_pass1_wl_mm = 4.51
grt_overflow = 0

[outcome]
status = "finished clean"

[min_path]
hp-class = "reg2reg"
state kept, by name, indices dropped and copies added, names as in the netlist:
signal          count
op_4                7
op_3                8
op_1                8
op_5                8
op_2                7
filteredOutput      8
routing by layer:
layer  vias to the layer above  global-route usage [%]  routed length [µm]
met3                         2                    3.75                 128
met2                        27                    25.3                1280
met4                         0                    2.22                  21
met5                         -                       0                   0
li1                        613                       -                   -
met1                       557                    19.6                1000
power by group:
group	switching [W]	total [W]	internal, W
logic	0.000308	0.000706	0.000398
clock network	0.000177	0.000410	0.000233
registers	0.0000221	0.000690	0.000668
total	0.000507	0.00181	0.00130
critical path, cell delays in order (launching register included):
cell and delay [ns]:
dfxtp_1 0.31, inv_1 0.05, fa_1 0.52, inv_1 0.05, fa_1 0.52, fa_1 0.42, ha_1 0.26, fa_2 0.36
a21o_1 0.19, a21oi_1 0.17, xnor2_1 0.13
cells in the final DEF, fill, tap and decap left out, types with 2 or more instances in the layout:
| cell | n |
|---|---|
| a21o_1 | 3 |
| a21oi_1 | 3 |
| clkbuf_8 | 5 |
| clkdlybuf4s50_1 | 46 |
| dfxtp_1 | 46 |
| fa_1 | 19 |
| ha_1 | 12 |
| inv_1 | 50 |
| nor2b_1 | 2 |
| nor3_1 | 3 |
| o21ai_0 | 4 |
| xnor2_1 | 12 |
| xor2_1 | 3 |
per-stage QoR:
stage,hold WS (ns),util (%)
after floorplan,0.432,-
after global placement,0.442,66.9
after detailed placement,0.447,66.9
after CTS,0.466,69.9
after global routing,0.495,70.0
final,0.458,70.0
worst paths after layout:
check        cells after the start  slack (ns)                 to    start
max reg2reg                     10        0.15  filteredOutput[6]  op_1[2]
min                              1        0.46  filteredOutput[1]  op_5[1]
max                             10        0.15  filteredOutput[6]  op_1[2]
min reg2reg                      1        0.46  filteredOutput[1]  op_5[1]
kinds of logic after synthesis:
logic type,count (synthesis),synth area share [%]
adder cells (fa/ha/maj),32,28.0
XOR/XNOR,15,6.68
AND/OR/NAND/NOR,9,2.55
AND-OR/OR-AND,18,6.37
flip-flops,46,46.8
buffers and inverters,50,9.55
repair_timing:
action                     4_1_cts  5_1_grt
setup buffers                    0        0
hold buffers                     0        0
resized                          0        2
hold endpoints to repair         0        0
setup endpoints to repair        0        2
cell type report:
type                    instances  area [µm²]
well taps                      48        60.1
clock inverters                 2        37.5
inverters                      50         188
repair buffers                 46         460
clock buffers                   6        72.6
flip-flops and latches         46         921
fillers                       277        1110
multi-input cells              74         863
No activity file was given, so power comes from the tool's default toggle rates.
