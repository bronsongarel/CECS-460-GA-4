`flow/config.mk`:
```
export PLATFORM = sky130hd
export DESIGN_NAME = buildAudioSignal
export DESIGN_NICKNAME = buildAudioSignal
export VERILOG_FILES = /design/flow/design.v
export SDC_FILE = /design/flow/constraint.sdc
export NUM_CORES = 4
export LEC_CHECK = 1
export CORE_AREA = 10 10 88 88
export DIE_AREA = 0 0 98 98
```
`flow/constraint.sdc`:
```
current_design buildAudioSignal

set clk_period 4.1
set clk_io_pct 0.2

create_clock -name clk0 -period $clk_period

set non_clock_inputs [all_inputs -no_clocks]
set_input_delay [expr $clk_period * $clk_io_pct] -clock clk0 $non_clock_inputs
set_output_delay [expr $clk_period * $clk_io_pct] -clock clk0 [all_outputs]
```
`flow/design.v`:
```
module buildAudioSignal(
    input [7:0] index,
    output reg [7:0] filledOutput
);
integer i;
reg [7:0] sineAudioSample [0:255];
initial begin
    sineAudioSample[0] = 8'h80; sineAudioSample[1] = 8'h80; sineAudioSample[2] = 8'h81;
    sineAudioSample[3] = 8'h82; sineAudioSample[4] = 8'h83; sineAudioSample[5] = 8'h83;
    sineAudioSample[6] = 8'h84; sineAudioSample[7] = 8'h85; sineAudioSample[8] = 8'h86;
    sineAudioSample[9] = 8'h87; sineAudioSample[10] = 8'h87; sineAudioSample[11] = 8'h88;
    sineAudioSample[12] = 8'h89; sineAudioSample[13] = 8'h8a; sineAudioSample[14] = 8'h8a;
    sineAudioSample[15] = 8'h8b; sineAudioSample[16] = 8'h8c; sineAudioSample[17] = 8'h8d;
    sineAudioSample[18] = 8'h8e; sineAudioSample[19] = 8'h8e; sineAudioSample[20] = 8'h8f;
    sineAudioSample[21] = 8'h90; sineAudioSample[22] = 8'h91; sineAudioSample[23] = 8'h91;
    sineAudioSample[24] = 8'h92; sineAudioSample[25] = 8'h93; sineAudioSample[26] = 8'h94;
    sineAudioSample[27] = 8'h95; sineAudioSample[28] = 8'h95; sineAudioSample[29] = 8'h96;
    sineAudioSample[30] = 8'h97; sineAudioSample[31] = 8'h98; sineAudioSample[32] = 8'h98;
    sineAudioSample[33] = 8'h99; sineAudioSample[34] = 8'h9a; sineAudioSample[35] = 8'h9b;
    sineAudioSample[36] = 8'h9b; sineAudioSample[37] = 8'h9c; sineAudioSample[38] = 8'h9d;
    sineAudioSample[39] = 8'h9e; sineAudioSample[40] = 8'h9f; sineAudioSample[41] = 8'h9f;
    sineAudioSample[42] = 8'ha0; sineAudioSample[43] = 8'ha1; sineAudioSample[44] = 8'ha2;
    sineAudioSample[45] = 8'ha2; sineAudioSample[46] = 8'ha3; sineAudioSample[47] = 8'ha4;
    sineAudioSample[48] = 8'ha5; sineAudioSample[49] = 8'ha5; sineAudioSample[50] = 8'ha6;
    sineAudioSample[51] = 8'ha7; sineAudioSample[52] = 8'ha8; sineAudioSample[53] = 8'ha8;
    sineAudioSample[54] = 8'ha9; sineAudioSample[55] = 8'haa; sineAudioSample[56] = 8'haa;
    sineAudioSample[57] = 8'hab; sineAudioSample[58] = 8'hac; sineAudioSample[59] = 8'had;
    sineAudioSample[60] = 8'had; sineAudioSample[61] = 8'hae; sineAudioSample[62] = 8'haf;
    sineAudioSample[63] = 8'hb0; sineAudioSample[64] = 8'hb0; sineAudioSample[65] = 8'hb1;
    sineAudioSample[66] = 8'hb2; sineAudioSample[67] = 8'hb2; sineAudioSample[68] = 8'hb3;
    sineAudioSample[69] = 8'hb4; sineAudioSample[70] = 8'hb5; sineAudioSample[71] = 8'hb5;
    sineAudioSample[72] = 8'hb6; sineAudioSample[73] = 8'hb7; sineAudioSample[74] = 8'hb7;
    sineAudioSample[75] = 8'hb8; sineAudioSample[76] = 8'hb9; sineAudioSample[77] = 8'hba;
    sineAudioSample[78] = 8'hba; sineAudioSample[79] = 8'hbb; sineAudioSample[80] = 8'hbc;
    sineAudioSample[81] = 8'hbc; sineAudioSample[82] = 8'hbd; sineAudioSample[83] = 8'hbe;
    sineAudioSample[84] = 8'hbe; sineAudioSample[85] = 8'hbf; sineAudioSample[86] = 8'hc0;
    sineAudioSample[87] = 8'hc0; sineAudioSample[88] = 8'hc1; sineAudioSample[89] = 8'hc2;
    sineAudioSample[90] = 8'hc2; sineAudioSample[91] = 8'hc3; sineAudioSample[92] = 8'hc4;
    sineAudioSample[93] = 8'hc4; sineAudioSample[94] = 8'hc5; sineAudioSample[95] = 8'hc6;
    sineAudioSample[96] = 8'hc6; sineAudioSample[97] = 8'hc7; sineAudioSample[98] = 8'hc8;
    sineAudioSample[99] = 8'hc8; sineAudioSample[100] = 8'hc9; sineAudioSample[101] = 8'hca;
    sineAudioSample[102] = 8'hca; sineAudioSample[103] = 8'hcb; sineAudioSample[104] = 8'hcc;
    sineAudioSample[105] = 8'hcc; sineAudioSample[106] = 8'hcd; sineAudioSample[107] = 8'hcd;
    sineAudioSample[108] = 8'hce; sineAudioSample[109] = 8'hcf; sineAudioSample[110] = 8'hcf;
    sineAudioSample[111] = 8'hd0; sineAudioSample[112] = 8'hd0; sineAudioSample[113] = 8'hd1;
    sineAudioSample[114] = 8'hd2; sineAudioSample[115] = 8'hd2; sineAudioSample[116] = 8'hd3;
    sineAudioSample[117] = 8'hd3; sineAudioSample[118] = 8'hd4; sineAudioSample[119] = 8'hd5;
    sineAudioSample[120] = 8'hd5; sineAudioSample[121] = 8'hd6; sineAudioSample[122] = 8'hd6;
    sineAudioSample[123] = 8'hd7; sineAudioSample[124] = 8'hd7; sineAudioSample[125] = 8'hd8;
    sineAudioSample[126] = 8'hd9; sineAudioSample[127] = 8'hda;
    sineAudioSample[128] = 8'hda; sineAudioSample[129] = 8'hdb; sineAudioSample[130] = 8'hdb;
    sineAudioSample[131] = 8'hdc; sineAudioSample[132] = 8'hdc; sineAudioSample[133] = 8'hdd;
    sineAudioSample[134] = 8'hde; sineAudioSample[135] = 8'hde; sineAudioSample[136] = 8'hdf;
    sineAudioSample[137] = 8'hdf; sineAudioSample[138] = 8'he0; sineAudioSample[139] = 8'he0;
    sineAudioSample[140] = 8'he1; sineAudioSample[141] = 8'he1; sineAudioSample[142] = 8'he2;
    sineAudioSample[143] = 8'he2; sineAudioSample[144] = 8'he3; sineAudioSample[145] = 8'he3;
    sineAudioSample[146] = 8'he4; sineAudioSample[147] = 8'he4; sineAudioSample[148] = 8'he5;
    sineAudioSample[149] = 8'he5; sineAudioSample[150] = 8'he6; sineAudioSample[151] = 8'he6;
    sineAudioSample[152] = 8'he6; sineAudioSample[153] = 8'he7; sineAudioSample[154] = 8'he7;
    sineAudioSample[155] = 8'he8; sineAudioSample[156] = 8'he8; sineAudioSample[157] = 8'he9;
    sineAudioSample[158] = 8'he9; sineAudioSample[159] = 8'hea; sineAudioSample[160] = 8'hea;
    sineAudioSample[161] = 8'hea; sineAudioSample[162] = 8'heb; sineAudioSample[163] = 8'heb;
    sineAudioSample[164] = 8'hec; sineAudioSample[165] = 8'hec; sineAudioSample[166] = 8'hed;
    sineAudioSample[167] = 8'hed; sineAudioSample[168] = 8'hed; sineAudioSample[169] = 8'hee;
    sineAudioSample[170] = 8'hee; sineAudioSample[171] = 8'hef; sineAudioSample[172] = 8'hef;
    sineAudioSample[173] = 8'hef; sineAudioSample[174] = 8'hf0; sineAudioSample[175] = 8'hf0;
    sineAudioSample[176] = 8'hf0; sineAudioSample[177] = 8'hf1; sineAudioSample[178] = 8'hf1;
    sineAudioSample[179] = 8'hf1; sineAudioSample[180] = 8'hf2; sineAudioSample[181] = 8'hf2;
    sineAudioSample[182] = 8'hf2; sineAudioSample[183] = 8'hf3; sineAudioSample[184] = 8'hf3;
    sineAudioSample[185] = 8'hf3; sineAudioSample[186] = 8'hf4; sineAudioSample[187] = 8'hf4;
    sineAudioSample[188] = 8'hf4; sineAudioSample[189] = 8'hf5; sineAudioSample[190] = 8'hf5;
    sineAudioSample[191] = 8'hf5; sineAudioSample[192] = 8'hf6; sineAudioSample[193] = 8'hf6;
    sineAudioSample[194] = 8'hf6; sineAudioSample[195] = 8'hf7; sineAudioSample[196] = 8'hf7;
    sineAudioSample[197] = 8'hf7; sineAudioSample[198] = 8'hf7; sineAudioSample[199] = 8'hf8;
    sineAudioSample[200] = 8'hf8; sineAudioSample[201] = 8'hf8; sineAudioSample[202] = 8'hf8;
    sineAudioSample[203] = 8'hf9; sineAudioSample[204] = 8'hf9; sineAudioSample[205] = 8'hf9;
    sineAudioSample[206] = 8'hf9; sineAudioSample[207] = 8'hfa; sineAudioSample[208] = 8'hfa;
    sineAudioSample[209] = 8'hfa; sineAudioSample[210] = 8'hfa; sineAudioSample[211] = 8'hfa;
    sineAudioSample[212] = 8'hfb; sineAudioSample[213] = 8'hfb; sineAudioSample[214] = 8'hfb;
    sineAudioSample[215] = 8'hfb; sineAudioSample[216] = 8'hfb; sineAudioSample[217] = 8'hfb;
    sineAudioSample[218] = 8'hfc; sineAudioSample[219] = 8'hfc; sineAudioSample[220] = 8'hfc;
    sineAudioSample[221] = 8'hfc; sineAudioSample[222] = 8'hfc; sineAudioSample[223] = 8'hfc;
    sineAudioSample[224] = 8'hfc; sineAudioSample[225] = 8'hfd; sineAudioSample[226] = 8'hfd;
    sineAudioSample[227] = 8'hfd; sineAudioSample[228] = 8'hfd; sineAudioSample[229] = 8'hfd;
    sineAudioSample[230] = 8'hfd; sineAudioSample[231] = 8'hfd; sineAudioSample[232] = 8'hfe;
    sineAudioSample[233] = 8'hfe; sineAudioSample[234] = 8'hfe; sineAudioSample[235] = 8'hfe;
    sineAudioSample[236] = 8'hfe; sineAudioSample[237] = 8'hfe; sineAudioSample[238] = 8'hfe;
    sineAudioSample[239] = 8'hfe; sineAudioSample[240] = 8'hfe; sineAudioSample[241] = 8'hfe;
    sineAudioSample[242] = 8'hfe; sineAudioSample[243] = 8'hfe; sineAudioSample[244] = 8'hff;
    sineAudioSample[245] = 8'hff; sineAudioSample[246] = 8'hff; sineAudioSample[247] = 8'hff;
    sineAudioSample[248] = 8'hff; sineAudioSample[249] = 8'hff; sineAudioSample[250] = 8'hff;
    sineAudioSample[251] = 8'hff; sineAudioSample[252] = 8'hff; sineAudioSample[253] = 8'hff;
    sineAudioSample[254] = 8'hff; sineAudioSample[255] = 8'hff;
end
always@(*) begin
    i = index;
    filledOutput <= sineAudioSample[i];
end
endmodule
```
`flow/run.sh`:
```
#!/bin/bash
# OpenROAD 26Q1-2900-gdf79404cd8, Yosys 0.63+post, stock flow scripts
make -C /OpenROAD-flow-scripts/flow DESIGN_CONFIG=/design/flow/config.mk WORK_HOME=/design/flow/orfs finish
```
==> Changelog: implementation <==
## Implementation

- Yosys top cell area share: 9.34%
- Max-Slew Margin vs Limit: approximately 55%
- # port buffers: 15
- Post-synth cell types: roughly 56
- Layout cells sized above 1: ~21%
- Slowest cell on crit path: clkdlybuf4s50_1
- Largest net degree at the start of global routing: 43
- Dpl hpwl: slightly below 4 mm
- Worst vdd ir: 0.0523 mV
- Final Util: 34.3%
- Final Wtd Congestion: 0.952
- Initial antenna violation count: 0
- Register area: 0 µm²
- First-pass GRT wire length: 8.41 mm
- Critical path class: input pin to primary output
- N_diodes: 0
- Flops: 0
- Status: finished, final reports clean
- Actual slew at the worst max-slew pin: 677 ps
- Initial Utilization: about 27%
- Crit-path cells: clkdlybuf4s50_1 > buf_6 > ha_2 > buf_4 > nor2_1 > a211o_1 > a311o_1 > a32o_1 > clkdlybuf4s50_1
- Number of iterations in the first detailed-routing pass: 4
- Yosys Instances: 245
- Area reported by Yosys stat: 1610 µm²
- Vias: approximately 1.9k
- Crit path launch type: input pin
- Most frequent CP cell: clkdlybuf4s50_1
- Power Dens Cells: about 110 nW/µm²
- Synth warn: 1
- Logic area: around 1500 µm²
- Vias in the first global route: 1691
- Site Rows: 28
- Drt drc: 0
- Chip area: 9600 µm²
- CP peak stage delay: around 510 ps
- CP Max Fanout: 16
- Tool Warnings: 42
- Mean routed wirelength per cell: between 15 and 20 µm
- IO Pins: 16
- Core outline area: 5920 µm²
- Vias/cell: 5.53
- Fmax: around 0.25 GHz
- Part of the cycle the worst path needs: slightly below 100%
- Mapped Area: 1610 µm²
- MaxCap Viol Count: 0
- Setup-failing EPs final: 0
- Pins over their slew limit: 0
- Yosys top cell by area: ha_1
- Worst hold path class: input pin to primary output
- Leakage: roughly 0.82 nW
- Clock buf count: 0
- Final wirelength: 5.18 mm
- Setup Buffers After CTS: 0
- Die height: 98 µm
- Layout area overhead: 26.2%
- Syn Area/Cell: 6.56 µm²
- DRC marker count from the first detailed-route iteration: 223
- Synth Instances: 245
- Final hold violations: 0
- Final critical-path required period: 3990 ps
- Placement Setup Slack: -116 ps
- Synth Seq Share: 0%
- Grt total ovfl: 0
- Synth top area cells: ha_1 9.3%, a21oi_1 7.2%, nand2b_1 6.2%, buf_2 5.0%, nor2_1 4.4%
- GRT Overall Usage: 10.0%
- Cts hold-fix bufs: 0
- Detail Route Antenna Nets: 0
- WP data required: between 3000 and 4000 ps
- Crit path DAT: 3170 ps
- Final-layout fill cell count: 613
- Final worst setup slack: about 110 ps
- DIE WIDTH: 98 µm
- CP Capture Type: primary output
## per-stage QoR
step	setup TNS (ps)	std cells	hold WS [ps]	instance area [µm²]	power (mW)
after floorplan	0	245	1760	1610	0.140
after global placement	-127	343	2770	1980	0.216
after detailed placement	-127	343	2770	1980	0.215
after CTS	0	343	2640	2000	0.218
after global routing	-3.96	343	2700	2030	0.245
final	0	343	2620	2030	0.222
## logic make-up after synthesis
| group | Yosys count | share of synthesized area, % |
|---|---|---|
| AND-OR/OR-AND | 99 | 43.3 |
| AND/OR/NAND/NOR | 80 | 25.1 |
| buffers and inverters | 39 | 11.8 |
| multiplexers | 12 | 9.26 |
| adder cells (fa/ha/maj) | 12 | 9.34 |
| XOR/XNOR | 2 | 1.09 |
| other | 1 | 0.233 |
## layer usage
layer,global-route usage (%),vias to the layer above,wire (µm)
met5,0,-,0
met4,0.895,0,44
met3,0.356,4,213
met2,15.9,52,2390
met1,15.0,866,2530
li1,-,976,-
## power breakdown
part | switching, mW | internal [mW] | total [mW]
combinational | 0.115 | 0.108 | 0.222
clock | 0 | 0 | 0
sequential | 0 | 0 | 0
## timing repair
item / in CTS / in global routing
pin swaps: 1 / 1
endpoints found under the setup margin: 2 / 2
resized: 6 / 8
endpoints found under the hold margin: 0 / 0
## critical path: cells and delay by family
family	cells	cell delay (ps)
AND/OR/NAND/NOR	1	60
adder cells (fa/ha/maj)	1	240
AND-OR/OR-AND	3	780
buffers and inverters	4	1250
## area by class of cell
class	instances	area share (%)
Timing Repair Buffer	54	21.8
Multi-Input combinational cell	206	72.1
Tap cell	75	4.62
Inverter	8	1.48
## cells in the mapped netlist, types with 3 or more instances
| cell | n |
|---|---|
| a21o_1 | 3 |
| a311o_1 | 3 |
| buf_2 | 16 |
| nor2_1 | 19 |
| mux2i_1 | 7 |
| buf_4 | 4 |
| nand3_1 | 5 |
| clkbuf_1 | 9 |
| nand2_1 | 15 |
| o21ai_0 | 14 |
| nor2b_1 | 9 |
| nand2b_1 | 16 |
| ha_1 | 12 |
| a21oi_1 | 23 |
| a221oi_1 | 4 |
| inv_1 | 7 |
| a211oi_1 | 3 |
| nor3_1 | 7 |
| a31oi_1 | 6 |
| o221ai_1 | 5 |
| o211a_1 | 3 |
| o211ai_1 | 7 |
| a32oi_1 | 3 |
## cell usage in the layout, fill, tap and decap left out, types with 8 or more instances in the layout
cell type	Yosys	layout
a21oi_1	23	23
clkdlybuf4s50_1	0	11
buf_4	4	37
nor2_1	19	18
ha_1	12	8
nand2b_1	16	16
o21ai_0	14	13
nand2_1	15	15
nor2b_1	9	9
## path summary, 6_finish.rpt
path	start	end	slack, ps	cells past startpoint
hold / removal	index[3]	filledOutput[0]	2620	7
setup / recovery	index[1]	filledOutput[2]	110	9
No activity file was given, so power comes from the tool's default toggle rates.
